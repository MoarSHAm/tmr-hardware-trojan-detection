`design/flow/config.mk`:
```
export PLATFORM = sky130hd
export DESIGN_NAME = tmr_fpga_top
export DESIGN_NICKNAME = tmr_fpga_top
export VERILOG_FILES = /design/flow/design.v
export SDC_FILE = /design/flow/constraint.sdc
export NUM_CORES = 4
export LEC_CHECK = 1
export CORE_AREA = 10 10 94 94
export DIE_AREA = 0 0 104 104
```
`design/flow/constraint.sdc`:
```
current_design tmr_fpga_top

set clk_period 1.7
set clk_io_pct 0.2

create_clock -name clk0 -period $clk_period [get_ports {clk_12mhz}]

set non_clock_inputs [all_inputs -no_clocks]
set_input_delay [expr $clk_period * $clk_io_pct] -clock clk0 $non_clock_inputs
set_output_delay [expr $clk_period * $clk_io_pct] -clock clk0 [all_outputs]
```
`design/flow/design.v`:
```
`timescale 1ns/1ps
module tmr_core #(
    parameter WIDTH = 8
)(
    input  wire [WIDTH-1:0] in_a,
    input  wire [WIDTH-1:0] in_b,
    input  wire [WIDTH-1:0] in_c,
    output wire [WIDTH-1:0] voted
);
    assign voted = (in_a & in_b) | (in_a & in_c) | (in_b & in_c);
endmodule
`timescale 1ns/1ps
module tmr_fpga_top (
    input  wire clk_12mhz,
    input  wire uart_rx,
    output wire uart_tx,
    input  wire btn_trojan,
    output wire led_fault,
    output wire led_trojan
);
    wire clk;
    wire [7:0] data_in;
    wire [7:0] data_out;
    reg trojan_en;
    reg [3:0] div = 0;
    always @(posedge clk_12mhz)
        div <= div + 1;
    assign clk = div[3];
    always @(posedge clk)
        trojan_en <= btn_trojan;
    uart_rx_byte uart_rx_inst (
        .clk(clk),
        .rx(uart_rx),
        .rx_byte(data_in),
        .rx_ready()
    );
    tmr_trojan_top_mon uut (
        .clk(clk),
        .data_in(data_in),
        .trojan_en(trojan_en),
        .data_out(data_out),
        .fault_flag(led_fault),
        .sus_trojan(led_trojan)
    );
    uart_tx_byte uart_tx_inst (
        .clk(clk),
        .data(data_out),
        .send(1'b1),
        .tx(uart_tx)
    );
endmodule
`timescale 1ns/1ps
module tmr_monitor #(
    parameter WIDTH  = 8,
    parameter THRESH = 3    
)(
    input  wire             clk,
    input  wire             rst,
    input  wire [WIDTH-1:0] r_a,
    input  wire [WIDTH-1:0] r_b,
    input  wire [WIDTH-1:0] r_c,
    input  wire [WIDTH-1:0] data_out,
    output reg              fault_flag,
    output reg              sus_trojan
);
    wire mismatch_now;
    assign mismatch_now =
        (r_a != r_b) || (r_a != r_c) || (r_b != r_c);
    reg [$clog2(THRESH+1)-1:0] mismatch_streak;  
    reg [15:0] mismatch_hist;                   
    reg [15:0] bypass_hist;                     
    always @(posedge clk) begin
        if (rst) begin
            mismatch_streak <= 0;
            mismatch_hist   <= 0;
            bypass_hist     <= 0;
            fault_flag      <= 0;
            sus_trojan      <= 0;
        end else begin
            if (mismatch_now)
                mismatch_hist <= mismatch_hist + 1;
            if (mismatch_now)
                mismatch_streak <= mismatch_streak + 1;
            else
                mismatch_streak <= 0;
            if (mismatch_now &&
                (data_out == r_a || data_out == r_b || data_out == r_c))
                bypass_hist <= bypass_hist + 1;
            fault_flag <= (mismatch_streak >= THRESH);
            sus_trojan <= (mismatch_streak >= THRESH);
        end
    end
endmodule
`timescale 1ns/1ps
module tmr_trojan_top_mon #(
    parameter WIDTH = 8
)(
    input  wire             clk,
    input  wire             rst,
    input  wire [WIDTH-1:0] data_in,
    input  wire             trojan_en,
    output wire [WIDTH-1:0] data_out,
    output wire             fault_flag,
    output wire             sus_trojan
);
    reg [WIDTH-1:0] r_a, r_b, r_c;
    wire [WIDTH-1:0] forged = {WIDTH{1'b0}};
    always @(posedge clk) begin
        if (rst) begin
            r_a <= 0;
            r_b <= 0;
            r_c <= 0;
        end else begin
            r_a <= data_in;
            r_b <= data_in;
            r_c <= trojan_en ? forged : data_in;
        end
    end
    wire [WIDTH-1:0] majority_out;
    tmr_core #(.WIDTH(WIDTH)) voter_inst (
        .in_a(r_a),
        .in_b(r_b),
        .in_c(r_c),
        .voted(majority_out)
    );
    assign data_out = trojan_en ? forged : majority_out;
    tmr_monitor monitor_inst (
        .clk(clk),
        .rst(rst),
        .r_a(r_a),
        .r_b(r_b),
        .r_c(r_c),
        .data_out(data_out),
        .fault_flag(fault_flag),
        .sus_trojan(sus_trojan)
    );
endmodule
`timescale 1ns/1ps
module uart_rx_byte #(
    parameter CLK_DIV = 8   
)(
    input  wire clk,
    input  wire rx,
    output reg  [7:0] rx_byte,
    output reg        rx_ready
);
    reg [3:0] bit_idx = 0;
    reg [7:0] shift = 0;
    reg [7:0] clk_cnt = 0;
    reg busy = 0;
    always @(posedge clk) begin
        rx_ready <= 0;
        if (!busy) begin
            if (rx == 0) begin  
                busy <= 1;
                clk_cnt <= CLK_DIV;
                bit_idx <= 0;
            end
        end else begin
            if (clk_cnt == 0) begin
                clk_cnt <= CLK_DIV;
                if (bit_idx < 8) begin
                    shift <= {rx, shift[7:1]};
                    bit_idx <= bit_idx + 1;
                end else begin
                    rx_byte <= shift;
                    rx_ready <= 1;
                    busy <= 0;
                end
            end else begin
                clk_cnt <= clk_cnt - 1;
            end
        end
    end
endmodule
`timescale 1ns/1ps
module uart_tx_byte #(
    parameter CLK_DIV = 8
)(
    input  wire clk,
    input  wire [7:0] data,
    input  wire send,
    output reg  tx
);
    reg [3:0] bit_idx = 0;
    reg [9:0] shift = 10'b1111111111;
    reg [7:0] clk_cnt = 0;
    reg busy = 0;
    always @(posedge clk) begin
        if (!busy) begin
            if (send) begin
                shift <= {1'b1, data, 1'b0};
                busy <= 1;
                bit_idx <= 0;
                clk_cnt <= CLK_DIV;
            end
            tx <= 1;
        end else begin
            if (clk_cnt == 0) begin
                tx <= shift[0];
                shift <= {1'b1, shift[9:1]};
                clk_cnt <= CLK_DIV;
                bit_idx <= bit_idx + 1;
                if (bit_idx == 9) begin
                    busy <= 0;
                end
            end else begin
                clk_cnt <= clk_cnt - 1;
            end
        end
    end
endmodule
```
`design/flow/run.sh`:
```
#!/bin/bash
# OpenROAD 26Q1-2900-gdf79404cd8, Yosys 0.63+post, stock flow scripts
make -C /OpenROAD-flow-scripts/flow DESIGN_CONFIG=/design/flow/config.mk WORK_HOME=/design/flow/orfs finish
```
==> metrics.cfg <==
[global_route]
grt.overflow.total = 0
grtUsageMet2_pct = 3.87
grt_max_degree = 25
grt_pass1_wl_um = 2850
track_usage_pct = 2.96
top_usage_layer = met1
grtUsageMet1_pct = 4.70
grt_pass1_vias = 628
grt.met3_usage_pct = 0.815
antenna_found_initial = 0

[yosys]
postSynthSeqShare_pct = 54.7
synth.most_common_cell = dfxtp_1
ff_type = dfxtp_1
syn_area_sq_mm = 0.00113
edf_count = 8
area_leaders = dfxtp_1 (34%), edfxtp_1 (21%), ha_1 (5.5%), and2_1 (3.9%), nand3_1 (3.1%)
yosysUniqueCellTypes = 36
async_reset_ff_share_pct = 0
netlist_top_cells_count = dfxtp_1 (19), edfxtp_1 (8), and2_1 (7), inv_1 (7), nand3_1 (7)
yosys.area.top_type = dfxtp_1
synth_cells = 103
syn-mean-instance-area_sq_um = 11.0
synth_warnings = 6
yosys.area.top_type_share_pct = 33.5
yosys_area_sq_mm = 0.00113
numSynthFlops = 27
ys_cells = 103

[flow_run]
maxCapViolCount = 0
warning_count = 29

[floorplan]
core_area_sq_mm = 0.00683
die_x_um = 104
fp-utilization_pct = 16.6
rows = 30
chipArea_sq_mm = 0.0108
num_io_pins = 6
die_h_um = 104

[outcome]
status = complete, no violations

[setup_path]
crit_type = reg2reg
critPathMaxFanout = 24
path_buffers = 0
path_delay_family = flip-flops
reg2reg_setup_slack_ns = 0.65
crit_chain = xnor2_1
max_stage_delay_ns = 0.76
worstSetupEndpointType = flip-flop
cp-start-kind = flip-flop
worstPathArrival_ns = 1.13
cp.required_ns = 1.78
slowest_stage = dfxtp_1

[sta]
setup_viol = 0
finalWorstPathRequiredPeriod_ns = 1.05
unclocked_regs = 23
fin_crit_sh_pct = 61.7
hold_viol = 0
untimed_endpoints = 32
drv_slew = 0
worst_pin_slew_ns = 0.699
clock-skew-final_ns = 0.00407
fmax_mhz = 953
final.setup.tns_ns = 0
relSlewSlack_pct = 53.3
fin_hold_ws_ns = 0.390
rsz0062_at_grt = no

[finish]
drive_gt1_share_pct = 7.69
stdcell_area_sq_mm = 0.00128
area_delta_synth_final_pct = 12.5

[clock_tree]
clock_path_buffers = 2
cts-root-buf = clkbuf_8
cts_buffers = 3
cts_tree = built
path_clk_slew_ns = 0.03
htree_num_levels = 1
clk_latency_ns = 0.22
postCtsResizedCells = 0
post-cts-setup-buffers = 0
cts_hold_buf = 0

[route]
wl_per_cell_um = 7.98
avgViaCountPerCell = 3.45
drt_wl_total_um = 1600
diodes = 0
drcViolationCount = 0
ant_nets = 0
num_vias = 690
drt_iter0_drc = 22
drtPass1Iterations = 4

[power]
p_leak_nw = 0.467
ir_drop_mv = 0.385
power_density_mw_per_mm2 = 231

[placement]
dp_hpwl_um = 1160
place_area_sq_mm = 0.00123
gp_congestion = 0.727
portBuffers = 1

[hold_path]
hold_class = reg2reg

==> logic make-up (layout without fill, tap and decap cells) <==
logic type,count (synthesis),in the layout,share of synthesized area [%]
AOI/OAI and AO/OA,16,16,9.04
xor gates and xnor gates,5,5,3.86
adders and majority gates,5,5,5.51
buffers and inverters,12,12,5.95
DFF,27,27,54.7
muxes,2,2,1.76
other,1,2,0.330
and+or+nand+nor,35,35,18.9
==> stage by stage <==
step                setup slack, ns  std cells  util [%]  power [mW]
floorplan                     0.877        104         -      0.0991
global placement              0.629        197      18.1      0.0963
detailed placement            0.607        197      18.1      0.0962
CTS                           0.592        200      18.7       0.301
global route                  0.525        200      18.7       0.314
finish                        0.651        200      18.7       0.295
==> path summary, 6_finish.rpt <==
kind | startpoint | to | cells after the start
worst min-delay path | div[0]$_DFF_P_ | div[0]$_DFF_P_ | 1
worst min register to register | div[0]$_DFF_P_ | div[0]$_DFF_P_ | 1
worst max-delay path | div[3]$_DFF_P_ | div[3]$_DFF_P_ | 1
worst max register to register | div[3]$_DFF_P_ | div[3]$_DFF_P_ | 1
==> cells in the final DEF (no fill, tap or decap), types with 2 or more instances in the layout <==
cell type | netlist | layout
xnor2_1 | 4 | 4
a21oi_1 | 5 | 5
conb_1 | 1 | 2
inv_1 | 7 | 7
dfxtp_1 | 19 | 19
and2_1 | 7 | 7
edfxtp_1 | 8 | 8
ha_1 | 5 | 5
nand3_1 | 7 | 7
mux2i_1 | 2 | 2
clkbuf_8 | 0 | 3
o21ai_0 | 3 | 3
nor2_1 | 5 | 5
nor3_1 | 2 | 2
nor3b_1 | 2 | 2
nand2_1 | 2 | 2
nand2b_1 | 2 | 2
==> area by class of cell <==
type                    instances  area [sq um]
well taps                      96           120
inverters                       7          26.3
flip-flops and latches         27           621
multi-input cells              65           450
clock buffers                   3          41.3
repair buffers                  2          17.5
fillers                       775          5560
==> flip-flops by register name, summed over array words and instances, names as in the netlist <==
signal / cells
uart_tx_inst.tx: 1
div: 4
uart_tx_inst.shift: 9
uart_tx_inst.clk_cnt: 8
uart_tx_inst.busy: 1
uart_tx_inst.bit_idx: 4
==> per-layer routing <==
layer / vias up / wire (um)
met4: 0 / 21
met3: 3 / 41
li1: 361 / -
met5: - / 0
met1: 317 / 925
met2: 9 / 608
==> report_power, final <==
part	switching (mW)	leakage, nW	internal [mW]
combinational	0.000210	0.201	0
clock	0.0490	0.0216	0.151
sequential	0	0.245	0.0946
total	0.0493	0.467	0.245
Power is estimated from default activity; no workload was simulated.
